`flow/design.v`:
```
typedef enum logic[6:0] {LUI = 7'b0110111, AUIPC = 7'b0010111, JAL = 7'b1101111,
    JALR = 7'b1100111, BRANCH = 7'b1100011, LOAD = 7'b0000011, STORE = 7'b0100011,
    I = 7'b0010011, R = 7'b0110011} opcode;
typedef enum logic[2:0] {BEQ = 3'b000, BNE = 3'b001, BLT = 3'b100, BGE = 3'b101,
    BLTU = 3'b110, BGEU = 3'b111} funct3_Branch;
typedef enum logic[2:0] {LB = 3'b000, LH = 3'b001, LW = 3'b010, LBU = 3'b100, LHU = 3'b101} Load;
typedef enum logic[2:0] {SB = 3'b000, SH = 3'b001, SW = 3'b010} Store;
typedef enum logic[2:0] {ADDI = 3'b000, SLTI = 3'b010, SLTIU = 3'b011, XORI = 3'b100,
    ORI = 3'b110, ANDI = 3'b111, SLLI = 3'b001} i_type;
typedef enum logic[3:0] {ADD = 4'd0, SUB, SLL, SLT, SLTU, XOR, SRL, SRA, OR, AND} fun;
module BranchComp #(
    parameter nbit = 32
) (
    output logic BrEq, BrLt,
    input [nbit-1:0] DataA, DataB,
    input BrUn
);
    logic signed [nbit-1:0] tp_A, tp_B;
    assign tp_A = $signed(DataA);
    assign tp_B = $signed(DataB);
    always_comb begin : block
        if(DataA == DataB) BrEq = 1'b1;
        else BrEq = 1'b0;
        if(BrUn) begin
            if(DataA < DataB) BrLt = 1'b1;
            else BrLt = 1'b0;
        end 
        else begin
            if(tp_A < tp_B) BrLt = 1'b1;
            else BrLt = 1'b0;
        end
    end
endmodule
```
`flow/run.sh`:
```
#!/bin/bash
# OpenROAD 26Q1-2900-gdf79404cd8, Yosys 0.63+post, stock flow scripts
make -C /OpenROAD-flow-scripts/flow DESIGN_CONFIG=/design/flow/config.mk WORK_HOME=/design/flow/orfs finish
```
`flow/config.mk`:
```
export PLATFORM = sky130hd
export DESIGN_NAME = BranchComp
export DESIGN_NICKNAME = BranchComp
export VERILOG_FILES = /design/flow/design.v
export SDC_FILE = /design/flow/constraint.sdc
export NUM_CORES = 4
export LEC_CHECK = 1
export CORE_AREA = 10 10 93 93
export DIE_AREA = 0 0 103 103
```
`flow/constraint.sdc`:
```
current_design BranchComp

set clk_period 3.1
set clk_io_pct 0.2

create_clock -name clk0 -period $clk_period

set non_clock_inputs [all_inputs -no_clocks]
set_input_delay [expr $clk_period * $clk_io_pct] -clock clk0 $non_clock_inputs
set_output_delay [expr $clk_period * $clk_io_pct] -clock clk0 [all_outputs]
```
==> summary.txt <==
Status: completed
Power density cells: 119 nW/µm²
Ys cells: 112
Total gr overflow: 0
Die Wd: 103 µm
Antenna fix cells: 0
GR Util met2: 9.61%
Slew @ Worst Pin: 254 ps
Met1 Usage GRT: 6.93%
Leakage: 1.01 nW
Main area contributors: ha_1 (49%), inv_1 (15%), a21oi_1 (6.1%), nand4_1 (4.6%), nand2_1 (3.2%)
Detailed Routing Iterations Pass 1: 4
CP Capture Type: primary output
Post-cts hold-fix buffer tally: 0
Overall Global Routing Usage: 5.54%
HPWL Detailed: 2810 µm
Core ar.: 6760 µm²
Yosys simple share: 15.2%
Routability cong.: 0.763
Wirelength per Cell: 11.4 µm
Non-filler instance count after layout: 274
Log Warnings: 33
Final hold vios: 0
Largest net degree at the start of global routing: 4
Layout cell share with drive strength beyond 1: 29.9%
Yosys chip area: 815 µm²
Dpl cells: 272
Setup CP Type: input port to primary output
Fp_density: 12.1%
Yosys warns: 1
Final min period: 3050 ps
Setup-failing EPs final: 0
Cell with the most instances after synthesis: inv_1
Relative slew slack: 83.1%
Post-Route WL: 3130 µm
RSZ-0062 raised after global routing: true
Adders+Majority by Area: 49.2%
Die Y-Extent: 103 µm
Pre-CTS WS: -516 ps
Post-synthesis sequential area ratio: 0%
Fin. max-slew vios: 0
First-pass GRT wire length: 4950 µm
Syn Area/Cell: 7.27 µm²
Mux area share: 0%
Mapped Cells: 112
Hold Path Class: input port to primary output
Post-Syn Area: 815 µm²
Post-DR vias/cell: 3.83
Top cells by count: inv_1 (33), ha_1 (32), a21oi_1 (10)
GR peak layer: met2
Max Clock Freq: 328 MHz
Post-route DRC: 0
Seq_cells: 0
Crit path DAT: 2430 ps
Initial antenna violation count: 0
Final Power: 0.000234 W
CP startpoint kind: input port
Setup TNS: 0 ps
Number of max-cap violations: 0
Row count: 30
DRT antenna net count: 0
Yosys cell types: 22
Yosys top cell area share: 49.2%
Compound Share, Synth: 20.4%
Peak supply drop: 0.0000499 V
Worst setup margin: 49.5 ps
Req. time, crit path: 2480 ps
# port buffers: 67
DRT iter0 DRCs: 3
IO Count: 67
Vias in the first global route: 1180
# clk buffers: 0
Vias: 1049
Synthesis-to-finish area growth: 141%
Xor+xnor area frac: 0%
Crit path max fanout: 2
Yosys top cell by area: ha_1
Register Area: 0 µm²
Largest logic family: adder cells
Met3 Resource Use GR: 1.83%
Fin crit share: 98.4%
Chip area: 10600 µm²
[critical path, cell delays in order]
cell,delay (ps)
clkdlybuf4s50_1,520
ha_4,220
a21oi_2,120
o21ai_1,90
a221o_1,310
o31a_1,320
o32ai_2,90
buf_2,140
[metrics by stage]
| stage | utilization, % | hold WS (ps) | area (µm²) |
|---|---|---|---|
| floorplan | - | 1290 | 815 |
| global placement | 24.9 | 2240 | 1680 |
| detailed placement | 24.9 | 2260 | 1680 |
| CTS | 27.6 | 1930 | 1870 |
| global route | 29.1 | 1970 | 1970 |
| finish | 29.1 | 1930 | 1970 |
[cell type report]
class | instances | area (µm²)
fill | 702 | 4790
multi-input combinational | 79 | 945
timing repair buffer | 82 | 798
inverter | 33 | 124
tap | 80 | 100
[power by group]
group | total, W | leakage (nW) | switching [W] | internal [W]
clock network | 0 | 0 | 0 | 0
registers | 0 | 0 | 0 | 0
logic | 0.000234 | 1.01 | 0.0000867 | 0.000147
total | 0.000234 | 1.01 | 0.0000867 | 0.000147
[layout by cell type (no fill, tap or decap)]
cell and instances:
a21boi_2 1, a21o_1 2, a21oi_1 5, a21oi_2 5, a221o_1 2, a221oi_2 2, and2_4 1, and4_4 1
buf_2 1, buf_4 15, clkdlybuf4s50_1 37, dlygate4sd2_1 14, dlymetal6s2s_1 15, ha_1 16, ha_2 1, ha_4 15
inv_1 22, inv_2 11, nand2_1 6, nand2_2 1, nand3_1 4, nand4_1 6, nor2_1 2, nor2b_1 1
nor3_2 1, nor4_4 1, o211ai_1 1, o21ai_1 2, o221ai_2 1, o31a_1 1, o32ai_2 1
[worst paths after layout]
kind,to,start,depth (start not counted)
worst min-delay path,BrLt,DataB[31],7
worst max-delay path,BrLt,DataA[7],8
[cells by family (layout without fill, tap and decap cells)]
logic type	after synthesis	in the layout
AND/OR/NAND/NOR	24	24
AND-OR/OR-AND	23	23
adder cells (fa/ha/maj)	32	32
buffers and inverters	33	115
[routing by layer]
| metal | vias to the layer above | part of all wire, % |
|---|---|---|
| met5 | - | 0 |
| met4 | 0 | 0 |
| met2 | 39 | 43 |
| met3 | 0 | 9.9 |
| li1 | 561 | - |
| met1 | 449 | 47 |
[timing repair]
| action | in CTS | in global routing |
|---|---|---|
| resized | 48 | 29 |
| pin swaps | 21 | 17 |
| endpoints found under the setup margin | 2 | 2 |
| buffers inserted | 2 | 1 |
Power figures rest on the tool's default switching activity, not on a simulated workload.
