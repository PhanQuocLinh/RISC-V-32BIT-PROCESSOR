==> flow/design.v <==
typedef enum logic[6:0] {LUI = 7'b0110111, AUIPC = 7'b0010111, JAL = 7'b1101111,
    JALR = 7'b1100111, BRANCH = 7'b1100011, LOAD = 7'b0000011, STORE = 7'b0100011,
    I = 7'b0010011, R = 7'b0110011} opcode;
typedef enum logic[2:0] {BEQ = 3'b000, BNE = 3'b001, BLT = 3'b100, BGE = 3'b101,
    BLTU = 3'b110, BGEU = 3'b111} funct3_Branch;
typedef enum logic[2:0] {LB = 3'b000, LH = 3'b001, LW = 3'b010, LBU = 3'b100, LHU = 3'b101} Load;
typedef enum logic[2:0] {SB = 3'b000, SH = 3'b001, SW = 3'b010} Store;
typedef enum logic[2:0] {ADDI = 3'b000, SLTI = 3'b010, SLTIU = 3'b011, XORI = 3'b100,
    ORI = 3'b110, ANDI = 3'b111, SLLI = 3'b001} i_type;
typedef enum logic[3:0] {ADD = 4'd0, SUB, SLL, SLT, SLTU, XOR, SRL, SRA, OR, AND} fun;
module ImmGen #(
    parameter nbit = 32
) (
    output logic [nbit - 1:0] out,
    input [31-7:0] in,
    input [2:0] ImmSel
);
    always_comb begin : Gen
        case (ImmSel)
            3'd0: begin           
                out[4:0] = in[4:0];
                out[10:5] = in[30-7:25-7];
                out[31:11] = {21{in[31-7]}};
            end
            3'd1: begin     
                out[10:0] = in[31-8:20-7];
                out[31:11] = {21{in[31-7]}};
            end 
            3'd2: begin      
                out[0] = 1'b0;
                out[4:1] = in[11-7:8-7];
                out[10:5] = in[30-7:25-7];
                out[11] = in[0];
                out[31:12] = {20{in[31-7]}};
            end
            3'd3: begin      
                out[0] = 1'b0;
                out[10:1] = in[30-7:21-7];
                out[11] = in[20-7];
                out[19:12] = in[19-7:12-7];
                out[31:20] = {12{in[31-7]}};
            end
            3'd4:begin   
                out[11:0] = 12'd0;
                out[31:12] = in[31-7:12-7];
            end
            default: out = 32'd0;
        endcase
    end
endmodule
==> flow/run.sh <==
#!/bin/bash
# OpenROAD 26Q1-2900-gdf79404cd8, Yosys 0.63+post, stock flow scripts
make -C /OpenROAD-flow-scripts/flow DESIGN_CONFIG=/design/flow/config.mk WORK_HOME=/design/flow/orfs finish
==> flow/config.mk <==
export PLATFORM = sky130hd
export DESIGN_NAME = ImmGen
export DESIGN_NICKNAME = ImmGen
export VERILOG_FILES = /design/flow/design.v
export SDC_FILE = /design/flow/constraint.sdc
export NUM_CORES = 4
export LEC_CHECK = 1
export CORE_AREA = 10 10 70 70
export DIE_AREA = 0 0 80 80
==> flow/constraint.sdc <==
current_design ImmGen

set clk_period 3.1
set clk_io_pct 0.2

create_clock -name clk0 -period $clk_period

set non_clock_inputs [all_inputs -no_clocks]
set_input_delay [expr $clk_period * $clk_io_pct] -clock clk0 $non_clock_inputs
set_output_delay [expr $clk_period * $clk_io_pct] -clock clk0 [all_outputs]
==> impl_metrics.tcl <==
# implementation run metrics
set metrics [dict create \
    seqCellArea_um2 0 \
    worstMarginPinSlew_ns 0.3737 \
    rsz0062_at_grt "false" \
    ys_warn_count 1 \
    place_hpwl_mm 2.143 \
    firstDrtPassIters 4 \
    dp_slack_ns 0.1071 \
    grt_max_degree 15 \
    coreArea_um2 3416 \
    layout_setup_ws_ns 0.1112 \
    max_slew_margin_pct 75.09 \
    vias 774 \
    route.antenna.remaining_nets 0 \
    drtIter0Drc 15 \
    ys_seq_share_pct 0 \
    post-route-period-util_pct 96.41 \
    num-clock-buffers 0 \
    drc_errors 0 \
    critPathMaxFanout 7 \
    whs_path_depth 3 \
    busiest_layer "met2" \
    drive_above_1_share_pct 7.752 \
    p_per_area_nw_per_um2 127.7 \
    antenna_found_initial 0 \
    fp.dieH_um 80 \
    globalRouteMet1Util_pct 9.031 \
    overflow 0 \
    vdd_drop_max_mv 0.04550 \
    startpoint "ImmSel[0]" \
    rows 21 \
    synthesis.area_um2 543.0 \
    crit_slowest_cell "clkdlybuf4s50_1" \
    crit_cells 4 \
    crit_required_ns 2.48 \
    io_buffer_count 60 \
    grt_pass1_wl_mm 4.098 \
    use_met3_pct 5.795 \
    grt_pass1_vias 838 \
    diodes 0 \
    drv_cap 0 \
    end_kind "primary output" \
    postSynthAreaPerCell_um2 7.757 \
    ys_chip_area_um2 543.0 \
    synthCells 70 \
    hold_viol_final 0 \
    final_cells 175 \
    min_period_ns 2.989 \
    path_class "primary input to primary output" \
    yosysUniqueCellTypes 22 \
    max_stage_delay_ns 0.58 \
    path_buffers 2 \
    timing.final.max_slew_violations 0 \
    min_to "out[5]" \
    die_area_um2 6400 \
    outcome "completed" \
    hold_start "in[18]" \
    io_pins 60 \
    synthToLayoutAreaGrowth_pct 124.2 \
    startpoint_type "primary input" \
    placedCellCount 173 \
    cp_top_family "buffers and inverters" \
    grt_util_all_layers_pct 7.689 \
    yosysCellCount 70 \
    finalSetupViolations 0 \
    wl_per_cell_um 14.43 \
    cp.arrival_ns 2.37 \
    grt_use_met2_pct 11.64 \
    via_per_inst 4.423 \
    setup_tns_ns 0 \
    power_leakage_nw 0.4879 \
    crit_top_cell "clkdlybuf4s50_1" \
    post-route-util_pct 35.64 \
    initCoreUtil_pct 15.90 \
    place.gp.congestion 0.7332 \
    die_w_um 80 \
    path_cells "clkdlybuf4s50_1, or4bb_1, o211ai_1, clkdlybuf4s50_1" \
    flops 0 \
    routed_wl_mm 2.526 \
    tool_warnings 32 \
    min_path_type "primary input to primary output" \
    fmax_mhz 334.6 \
]
## routing by layer
| layer | share of wire, % | vias to the layer above |
|---|---|---|
| met5 | 0 | - |
| met4 | 0 | 0 |
| met3 | 20 | 0 |
| met2 | 40 | 46 |
| met1 | 41 | 339 |
| li1 | - | 389 |
## area by class of cell
class	count	area, µm²
timing repair buffer	69	680.7
tap	46	57.56
multi-input combinational	60	479.2
fill	370	2198
## repair_timing
item                                    4_1_cts  5_1_grt
resized                                       0        0
hold buffers                                  0        0
buffers inserted                              0        2
endpoints found under the setup margin        0        1
## placed cells by master (no fill, tap or decap)
cell,instances
and2_1,2
o21ai_0,1
nand4bb_1,8
buf_4,8
o211ai_1,8
and2b_1,1
or4bb_1,1
a211oi_1,1
nor3_1,1
mux2i_1,5
nand2b_1,1
nand4b_1,8
nor3b_4,1
nor2_1,5
a21o_1,10
nor2b_1,6
buf_12,1
nand2_1,1
clkdlybuf4s50_1,60
## stage by stage
stage / hold slack [ns] / power, mW / area, µm²
final: 2.195 / 0.1555 / 1217
after CTS: 2.208 / 0.1578 / 1202
after floorplan: 1.303 / 0.04794 / 543.0
after detailed placement: 2.202 / 0.1563 / 1202
after global routing: 2.235 / 0.1710 / 1217
after global placement: 2.197 / 0.1553 / 1202
## cell usage after synthesis
cell	instances	area share, %
mux2i_1	5	9.2
nand2b_1	1	1.2
a211oi_1	1	1.4
nor2_1	5	3.5
nor2b_1	6	6.9
and2b_1	1	1.4
clkbuf_2	1	0.92
buf_2	2	1.8
nand4b_1	8	13
o21ai_0	1	0.92
and2_1	2	2.3
nor3b_4	1	3.5
o211ai_1	8	11
buf_4	1	1.4
nand2_1	1	0.69
clkbuf_1	3	2.1
buf_6	2	4.1
nand4bb_1	8	17
clkbuf_4	1	1.4
or4bb_1	1	2.1
nor3_1	1	0.92
a21o_1	10	14
## where the power goes
part | switching, mW | internal, mW | total [mW]
Clock | 0 | 0 | 0
Sequential | 0 | 0 | 0
Combinational | 0.0464 | 0.109 | 0.156
Total | 0.0464 | 0.109 | 0.156
## kinds of logic (layout without fill, tap and decap cells)
family / count (synthesis) / after routing / share of synthesized area [%]
AND-OR/OR-AND: 20 / 20 / 27.19
buffers and inverters: 10 / 69 / 11.75
multiplexers: 5 / 5 / 9.217
AND/OR/NAND/NOR: 35 / 35 / 51.85
## how the worst max path moves through the flow
stage	to
4_1_cts	out[14]
5_1_grt	out[14]
6_report	out[14]
Power and IR drop assume default switching activity.
