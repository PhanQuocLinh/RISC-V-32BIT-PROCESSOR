==> design/flow/config.mk <==
export PLATFORM = sky130hd
export DESIGN_NAME = add_4
export DESIGN_NICKNAME = add_4
export VERILOG_FILES = /design/flow/design.v
export SDC_FILE = /design/flow/constraint.sdc
export NUM_CORES = 4
export LEC_CHECK = 1
export CORE_AREA = 10 10 70 70
export DIE_AREA = 0 0 80 80
==> design/flow/constraint.sdc <==
current_design add_4

set clk_period 5.5
set clk_io_pct 0.2

create_clock -name clk0 -period $clk_period

set non_clock_inputs [all_inputs -no_clocks]
set_input_delay [expr $clk_period * $clk_io_pct] -clock clk0 $non_clock_inputs
set_output_delay [expr $clk_period * $clk_io_pct] -clock clk0 [all_outputs]
==> design/flow/run.sh <==
#!/bin/bash
# OpenROAD 26Q1-2900-gdf79404cd8, Yosys 0.63+post, stock flow scripts
make -C /OpenROAD-flow-scripts/flow DESIGN_CONFIG=/design/flow/config.mk WORK_HOME=/design/flow/orfs finish
==> design/flow/design.v <==
typedef enum logic[6:0] {LUI = 7'b0110111, AUIPC = 7'b0010111, JAL = 7'b1101111,
    JALR = 7'b1100111, BRANCH = 7'b1100011, LOAD = 7'b0000011, STORE = 7'b0100011,
    I = 7'b0010011, R = 7'b0110011} opcode;
typedef enum logic[2:0] {BEQ = 3'b000, BNE = 3'b001, BLT = 3'b100, BGE = 3'b101,
    BLTU = 3'b110, BGEU = 3'b111} funct3_Branch;
typedef enum logic[2:0] {LB = 3'b000, LH = 3'b001, LW = 3'b010, LBU = 3'b100, LHU = 3'b101} Load;
typedef enum logic[2:0] {SB = 3'b000, SH = 3'b001, SW = 3'b010} Store;
typedef enum logic[2:0] {ADDI = 3'b000, SLTI = 3'b010, SLTIU = 3'b011, XORI = 3'b100,
    ORI = 3'b110, ANDI = 3'b111, SLLI = 3'b001} i_type;
typedef enum logic[3:0] {ADD = 4'd0, SUB, SLL, SLT, SLTU, XOR, SRL, SRA, OR, AND} fun;
module add_4 #(
    parameter nbit = 32
) (
    output  logic [nbit-1:0] out_Count,
    input   [nbit-1:0] in_Count
);
    always @(*) begin
        out_Count = in_Count + 32'd4;
    end
endmodule
==> notes.md <==
Implementation summary

The run finished with clean final reports. In this run, the number of DRC markers left after iteration 0 of detailed routing was 36. The most common logic cells in the final layout are sky130_fd_sc_hd__clkdlybuf4s50_1, sky130_fd_sc_hd__xnor2_1, sky130_fd_sc_hd__nand3_1, sky130_fd_sc_hd__nand2_1, sky130_fd_sc_hd__nand4_1. The ratio of routed vias to standard cells is 4.14. The cell sequence reported for the critical path is clkdlybuf4s50_1 > ha_1 > nand3_1 > nor4_4 > nand4_1 > xnor2_1 > clkdlybuf4s50_1.

The floorplan step set the die width to about 80 µm. STA puts the critical path data arrival time at 3.32 ns. The overall global routing resource usage is under 10%. The wire length recorded after detailed routing is about 2300 µm. The transition time recorded at the tightest slew-check pin is 0.498 ns. The final layout contains a sequential cell count of 0.

The floorplan step records an initial core utilization of approximately 17%. The utilization after layout is 35.8%. The top cell type in the final layout, fill and taps aside, is sky130_fd_sc_hd__clkdlybuf4s50_1.

Per the GRT congestion report, total overflow comes to 0. In this run the most critical hold path is launched from in_Count[0]. Sequential elements use 0% of the synthesized area. The initial antenna violation count is 0. Per STA, the startpoint of the critical path is in_Count[2].

The post-route netlist has 4.96% of its cells at a drive strength greater than 1. The weighted congestion at the end of routability-driven global placement is about 0.73. Per the post-synthesis stats, the area per cell is 6.99 µm². The vertical die dimension is 80 µm. The tally of yosys warning messages is 1. Across all checked pins, the minimum headroom to the slew limit is 66.5%. The worst setup path is captured at an output pin.

The report lists the number of cells resized after CTS as 0. The type of the worst setup path is in2out. The number of routed nets with antenna violations is 0. The number of maximum-capacitance violations recorded for the run is 0.

The overall power of the completed layout is between 0.06 and 0.07 mW. Post-synthesis, Yosys gives the total cell area as roughly 580 µm². The cell area power density is 56.9 nW/µm². The timing report gives the biggest stage delay along the critical path as 0.53 ns. The die covers 6400 µm². The final max-slew violation count recorded for this run is 0.

The analysis attributes to cell leakage a power of 0.423 nW. The half-perimeter wire length after placement is between 2000 and 2500 µm. After synthesis the cells add up to 581 µm². In this design, the critical path's most frequently occurring cell is sky130_fd_sc_hd__clkdlybuf4s50_1. The total negative slack for setup checks is 0 ns. The largest total area in the synthesized netlist belongs to sky130_fd_sc_hd__xnor2_1. The critical path endpoint has a required time of 4.40 ns. Compared with the post-synthesis result, the final layout area differs by 111%. The routed layout has just under 800 vias. The number of filler instances in the final layout is 348. Endpoints failing hold in the final report were tallied at 0. Across all setup checks in the final design, the least slack found is 1.08 ns.

The number of distinct standard cells referenced by the synthesized netlist is 18. Timing would allow up to 226 MHz. The time the worst path needs with I/O delays and setup is 4.42 ns. STA classifies the critical path startpoint as a primary input. In this run the biggest area consumer among cell types represents a little under a third of the synthesized area. The count of tool warnings is 32. The total number of placement rows is 21. The end-of-flow timing check tallies setup violations at 0.

The total inserted antenna cells is 0. The core region is roughly 3400 µm². The via count of the first global-routing pass was 822. Setup repair after global routing left no endpoint under its margin. The post-synthesis cell count from yosys is 83.

The critical-path maximum fanout is 8. The post-route fraction of the period consumed by the critical path is 80.4%. Hold repair after CTS inserted 0 buffers. The critical path's slowest stage uses the library cell sky130_fd_sc_hd__clkdlybuf4s50_1. The largest net degree at the start of global routing is 9.

The number of top-level pins is roughly 64. TritonRoute output was used to compute an average wire per cell of 12.1 µm. The first global-routing pass estimated between 3000 and 4000 µm of wire.

Buffers added to address setup during post-CTS repair amount to 0. After technology mapping, the gate count stands at between 80 and 90. The area taken by sequential standard cells is reported as 0 µm². The first detailed-routing pass took 5 iterations. The worst-case IR drop observed on VDD is 0.0291 mV.

The class of the tightest hold or removal check is in2out. The post-placement setup slack is 1.03 ns. The routed layout reports a DRC error count of 0. The count of buffers added on input and output ports is 60.

The clock buffer count in the final layout is 0. After synthesis, the cell types taking the most area are sky130_fd_sc_hd__xnor2_1, sky130_fd_sc_hd__xor2_1, sky130_fd_sc_hd__nand4_1.
==> final timing paths <==
kind | endpoint | slack [ns] | cells past startpoint
hold / removal | out_Count[0] | 2.20 | 0
setup / recovery | out_Count[28] | 1.08 | 7
==> power by group <==
| group | switching, mW | leakage [nW] | internal, mW | total, mW |
|---|---|---|---|---|
| combinational | 0.0213 | 0.423 | 0.0483 | 0.0696 |
| sequential | 0 | 0 | 0 | 0 |
| clock | 0 | 0 | 0 | 0 |
==> cells in the mapped netlist <==
cell	instances
sky130_fd_sc_hd__xnor2_1	21
sky130_fd_sc_hd__or2_2	2
sky130_fd_sc_hd__nand3_1	10
sky130_fd_sc_hd__buf_4	2
sky130_fd_sc_hd__and4_1	1
sky130_fd_sc_hd__nand2_1	10
sky130_fd_sc_hd__and2_1	1
sky130_fd_sc_hd__nand3_2	1
sky130_fd_sc_hd__nand4_2	1
sky130_fd_sc_hd__and3_1	2
sky130_fd_sc_hd__nor2_1	7
sky130_fd_sc_hd__inv_1	2
sky130_fd_sc_hd__nor4_4	2
sky130_fd_sc_hd__nand4_1	9
sky130_fd_sc_hd__and4_2	1
sky130_fd_sc_hd__xor2_1	7
sky130_fd_sc_hd__nor3_1	3
sky130_fd_sc_hd__ha_1	1
==> layer usage <==
layer / GRT usage, % / wire (µm) / up-vias
met5: 0 / 0 / -
met4: 0 / 0 / 0
met3: 3.30 / 325 / 0
met2: 12.0 / 1080 / 30
met1: 8.57 / 860 / 333
li1: - / - / 412
==> critical path: cells and delay by family <==
family / cells / cell delay (ns)
xor gates and xnor gates: 1 / 0.16
adders and majority gates: 1 / 0.20
buffers and inverters: 2 / 1.01
and+or+nand+nor: 3 / 0.84
==> metrics by stage <==
stage	cells	hold slack (ns)	instance area (µm²)
final	187	2.20	1220
after global routing	187	2.20	1220
after CTS	187	2.20	1220
after detailed placement	187	2.20	1220
after global placement	187	2.20	1220
after floorplan	83	2.21	581
==> final cells by class <==
class | instances | area [µm²] | area share, %
Timing Repair Buffer | 60 | 601 | 49.1
Inverter | 2 | 7.51 | 0.613
Tap cell | 46 | 57.6 | 4.70
Multi-Input combinational cell | 79 | 558 | 45.6
==> cells by family (layout without fill, tap and decap cells) <==
family                     after synthesis  count (layout)  synth area share (%)
and+or+nand+nor                         50              50                  51.7
xor gates and xnor gates                28              28                  42.2
buffers and inverters                    4              62                  3.88
adders and majority gates                1               1                  2.15
Power figures rest on the tool's default switching activity, not on a simulated workload.
